**/design/flow/design.v**
```verilog
module camac_rm(
					 SYSCLK,
					 ENC,SNC,TRIG1,TRIG2,RSV2IN,LOCK,
					 BSYOUT,RSV2OUT,BSY1IN,BSY2IN,LATCH,REGIN,
					 CRDATA,F,A,S1,S2,C,N,B,Z,I,
					 CWDATA,OE,X,L,Q,
					 LED1,LED2,LED3
              );
	input         SYSCLK;        
	input [13:0]  ENC;           
	input [9:0]   SNC;           
	input         TRIG1;         
	input         TRIG2;         
	input         LOCK;          
	output        BSYOUT;
	output        RSV2OUT;
	input         RSV2IN;        
	input         BSY1IN;        
	input         BSY2IN;        
	input         LATCH;         
	input [15:0]  REGIN;         
	input [7:0]   CWDATA;        
	input [4:0]   F;             
	input [3:0]   A;             
	input         S1;            
	input         S2;            
	input         C;             
	input         N;             
	input         B;             
	input         Z;             
	input			  I;             
	output [15:0] CRDATA;        
	output        OE;            
	output        X;             
	output        Q;             
	output        L;             
   output        LED1;         
	output        LED2;         
	output        LED3;         
	reg  [15:0] camac_reg0 =16'd0;   
	reg  [15:0] camac_reg1 =16'd0;   
	reg  [15:0] camac_reg2 =16'd0;   
	reg  [15:0] camac_reg3 =16'd0;   
	reg  [15:0] camac_reg4 =16'd0;   
	reg  [15:0] camac_reg5 =16'd0;   
   wire clear;    
	wire init;     
	assign RSV2OUT  = RSV2IN;
	assign BSYOUT   = BSY1IN | BSY2IN;
	wire strig2;
	async_input_sync sync2(SYSCLK, TRIG2, strig2);
	ledon led1( SYSCLK, TRIG1, LED1 );
	ledon led2( SYSCLK, TRIG2, LED2 );
	ledon led3( SYSCLK, BSY1IN | BSY2IN, LED3 );
	reg [1:0] trig2_e=2'd0;
	always @ (posedge SYSCLK) begin
		trig2_e <= {trig2_e[0],strig2};
	end
	always @ (posedge SYSCLK) begin
	   if( clear | init ) begin
		   camac_reg0 <= 16'd0;
			camac_reg1 <= 16'd0;
			camac_reg5 <= 16'd0;
		end
		else if( trig2_e==2'b01 && !I ) begin
			camac_reg0 <= {LOCK, 3'd0, ENC[13:2]};
			camac_reg1 <= {LOCK, 7'd0, SNC[7:0]};
			camac_reg5 <= 16'd1;
		end
	end
	wire slatch;
	async_input_sync sync3(SYSCLK, LATCH, slatch);
	reg [1:0] latch_e=2'd0;
	always @ (posedge SYSCLK) begin
		latch_e <= {latch_e[0],slatch};
	end
	always @ (posedge SYSCLK) begin
		if( clear | init ) camac_reg4 <= 16'd0;
		if( latch_e==2'b01 && !I ) camac_reg4 <= REGIN;
	end
   assign L = 1'b1;
   wire ss1, ss2, sn;
	async_input_sync sync4(SYSCLK, S1, ss1);
	async_input_sync sync5(SYSCLK, S2, ss2);
	async_input_sync sync6(SYSCLK, N, sn);
	reg [1:0] s1_e=2'd0;
	reg [1:0] n_e=2'd0;
	always @ (posedge SYSCLK) begin
		s1_e <= {s1_e[0],ss1 & B & N};
		n_e <= {n_e[0],sn & B};
	end
	assign clear = C & B & ss2;
	assign init  = Z & B & ss2;
	reg Q = 1'b1;
	reg X = 1'b1;
	reg OE= 1'b1;
	always @ ( posedge SYSCLK ) begin
		if ( clear | init ) begin
				X			<=	1'b1;
				Q			<=	1'b1;
				OE 		<=	1'b1;
		end
		else if ( n_e == 2'b11 ) begin
				case ( {F,A} )
					{5'd0, 4'd0}: begin
											X			<=	1'b0;
											Q			<=	1'b0;
											OE 		<=	1'b0;
					              end
					{5'd0, 4'd1}: begin
											X			<=	1'b0;
											Q			<=	1'b0;
											OE 		<=	1'b0;
					              end
					{5'd0, 4'd2}: begin
											X			<=	1'b0;
											Q			<=	1'b0;
											OE 		<=	1'b0;
					              end
					{5'd0, 4'd3}: begin
											X			<=	1'b0;
											Q			<=	1'b0;
											OE 		<=	1'b0;
					              end
					{5'd0, 4'd4}: begin
											X			<=	1'b0;
											Q			<=	1'b0;
											OE 		<=	1'b0;
					              end
					{5'd0, 4'd5}: begin
											X			<=	1'b0;
											Q			<=	1'b0;
											OE 		<=	1'b0;
					              end				  
               {5'd16, 4'd3}: begin
											X			<=	1'b0;
											Q			<=	1'b0;
											OE 		<=	1'b1;
					              end
					default: begin
											X			<=	1'b1;
											Q			<=	1'b1;
											OE 		<=	1'b1;
					              end
			  endcase
		end
		else begin
			   X			<=	1'b1;
			   Q			<=	1'b1;
				OE 		<=	1'b1;
		end
	end
	assign CRDATA	=	~( camac_data_select( {F,A}, camac_reg0, camac_reg1, camac_reg2, camac_reg3, camac_reg4, camac_reg5 ) );
	function [15:0] camac_data_select;
	input [8:0]  FA;
	input [15:0] camac_reg0, camac_reg1, camac_reg2, camac_reg3, camac_reg4, camac_reg5;
		case ( FA )
			{5'd0,4'd0}:			camac_data_select = camac_reg0;
			{5'd0,4'd1}:			camac_data_select = camac_reg1;
			{5'd0,4'd2}:			camac_data_select = camac_reg2;
			{5'd0,4'd3}:			camac_data_select = camac_reg3;
			{5'd0,4'd4}:			camac_data_select = camac_reg4;
			{5'd0,4'd5}:			camac_data_select = camac_reg5;
			default:					camac_data_select = 16'd0;
		endcase
	endfunction
	always @ (posedge SYSCLK) begin
	   if( clear | init ) begin
		   camac_reg2 <= 16'd0;
		end
		else if( n_e==2'b01 ) begin
			if({F,A}=={5'd0, 4'd2}) camac_reg2 <= camac_reg2 + 16'd1;
		end
	end
	always @ (posedge SYSCLK) begin
	   if( clear | init ) begin
		   camac_reg3 <= 16'd0;
		end
		else if( s1_e==2'b01 ) begin
			if({F,A}=={5'd16, 4'd3}) camac_reg3 <= {8'd0, CWDATA};
		end
	end
endmodule
module ledon(clk, in, out);
	input  clk,in;
	output reg out=1'b0;
	reg [15:0] counter  = 16'd0;
	parameter  maxcount = 50000;  
	always @ ( posedge clk )	begin
	   if ( in ) begin
				out     <= 1'b1;
				counter <= 16'd1;
		end
		else if ( counter > maxcount )	begin
				out     <= 1'b0;
				counter <= 16'd0;
		end
		else if ( counter > 16'd0 ) begin
				out	  <= 1'b1;
				counter <= counter + 16'd1;
		end
		else begin
				out     <= 1'b0;
				counter <= 16'd0;
		end
	end
endmodule
module async_input_sync(
   input clk,
   (* TIG="TRUE", IOB="FALSE" *) input async_in,
   output reg sync_out
);
   (* ASYNC_REG="TRUE", SHIFT_EXTRACT="NO", HBLKNM="sync_reg" *) reg [1:0] sreg;                                                                           
   always @(posedge clk) begin
     sync_out <= sreg[1];
     sreg <= {sreg[0], async_in};
   end
endmodule
```
**/design/flow/run.sh**
```bash
#!/bin/bash
# OpenROAD 26Q1-2900-gdf79404cd8, Yosys 0.63+post, stock flow scripts
make -C /OpenROAD-flow-scripts/flow DESIGN_CONFIG=/design/flow/config.mk WORK_HOME=/design/flow/orfs finish
```
**/design/flow/constraint.sdc**
```tcl
current_design camac_rm

set clk_period 6.9
set clk_io_pct 0.2

create_clock -name clk0 -period $clk_period [get_ports {SYSCLK}]

set non_clock_inputs [all_inputs -no_clocks]
set_input_delay [expr $clk_period * $clk_io_pct] -clock clk0 $non_clock_inputs
set_output_delay [expr $clk_period * $clk_io_pct] -clock clk0 [all_outputs]
```
**/design/flow/config.mk**
```make
export PLATFORM = sky130hd
export DESIGN_NAME = camac_rm
export DESIGN_NICKNAME = camac_rm
export VERILOG_FILES = /design/flow/design.v
export SDC_FILE = /design/flow/constraint.sdc
export NUM_CORES = 4
export LEC_CHECK = 1
export CORE_UTILIZATION = 50
```
==> summary.txt <==
Physical design

The flow ran to the end, and the final reports show no timing, DRC or antenna violations. The worst hold margin stands at about 320 ps. The final worst-path cycle share stands at 0.750. The core footprint stands at between 0.01 and 0.015 mm^2. The register bit total from synthesis stands at ~140. The worst path needs approximately 5200 ps of the cycle, external delays included. Data arrives at the worst endpoint at 3790 ps. The number of antenna cells inserted stands at 0. The biggest fanout along the worst timing path stands at 10. During synthesis, Yosys emitted a total of 3 warnings. The count of input and output buffers stands at a little under 90. TritonCTS reports the number of clock sinks as approximately 140. Yosys stat counts between 600 and 700 cells in the synthesized netlist. The vertical die dimension stands at about 110 um. Post-CTS repair changed the size of 0 cells.

The first-pass GRT wire length stands at about 23 mm. The clock insertion delay at the later pin of the skew report stands at about 400 ps. The chip area line in the Yosys stat output reads 0.00608 mm^2. Across all checked pins, the minimum headroom to the slew limit is 0.479. In the post-synthesis netlist, the biggest area contributors are sky130_fd_sc_hd__dfxtp_1 (40%), sky130_fd_sc_hd__edfxtp_1 (7.9%), sky130_fd_sc_hd__nand2_1 (4.1%), sky130_fd_sc_hd__mux2i_1 (4.1%), sky130_fd_sc_hd__xnor2_1 (4.0%). The worst setup path is captured at an output port.

The worst setup path is launched from a primary input. The depth of the CTS H-tree stands at 4. The weighted congestion reported at the end of routability-driven placement stands at 0.868.

The average cell area after synthesis stands at ~9.3 um^2. In this run the critical register-to-register path is launched from led3.counter[0]. The worst-case clock skew stands at ~6.3 ps. The overall via count from detail_route stands at 4990.

The via count of the first global-routing pass stands at around 4600. Looking at hold timing, the worst path starts from sync3.sync_out. The actual slew at the worst max-slew pin stands at 781 ps. TritonCTS built the clock tree. Counting flops with an async set or reset pin after synthesis yields a share of 0. The number of cells traversed by the worst hold path stands at 0.

The first detailed-routing pass took 18 iterations. The maximum vdd ir drop stands at about 0.00023 V. Synthesis handed over a netlist of 653 instances. The clock slew at the register clock pins of the worst setup and hold paths stands at roughly 60 ps.

In the setup report, the worst path falls into the class primary input to output port. The synthesis report names the predominant flop master as sky130_fd_sc_hd__dfxtp_1. The area fraction of the dominant cell type after synthesis stands at 0.401. For this design the ratio of total power to cell area is ~250 mW/mm^2.

The vias per cell stands at roughly 5.6. The count of flip-flops with a built-in enable after synthesis stands at 16. Looking at the hold checks, the worst path lands on latch_e[0]. The post-detailed-route count of antenna-violating nets stands at 0.

The slack of the worst reg-to-reg path stands at about 4600 ps. The die is roughly 110 um wide. Of the cells placed in the final design, the portion with a size suffix greater than 1 is 0.0842.

After routing, the total negative slack on setup checks comes to 0 ps. The remaining routing DRC violations stands at 0. The number of OpenROAD warnings stands at 33. The initial cell density of the core stands at 0.524. The number of endpoints failing setup at the final stage stands at 0. The register area share after synthesis stands at 0.480. Clock tree synthesis selected as its root buffer the cell sky130_fd_sc_hd__clkbuf_16. The floorplan die area stands at about 0.013 mm^2. The number of placement rows stands at 39. The synthesized netlist occupies a cell area of 0.00608 mm^2. Measured in cells, the most critical reg-to-reg path has a length of 6.

The count of unique library cells instantiated by Yosys stands at about 60. Timing would allow up to around 190 MHz. The min-delay analysis places its worst path in the category flop to flop. Pins over their slew limit in the final report were tallied at 0. The max-capacitance violation count stands at 0.

In this run the static leakage power is 2.67 nW. Endpoints failing hold in the final report were tallied at 0. The total design power stands at 1.94 mW. Summed over all instances, the cell type with the most area after synthesis is sky130_fd_sc_hd__dfxtp_1. The number of top-level design ports stands at slightly below 100. Hold repair after CTS inserted 0 buffers. The layout overhead on the synthesized area stands at 26.3%. For the worst reg-to-reg path, the endpoint reported by OpenROAD is led3.counter[0]. The total clock buffers created by CTS stands at 17. The number of buffers inserted to repair setup after CTS stands at 0. For the worst setup path, the data required time is around 5500 ps. Detailed-route iteration 0 reported a violation count of slightly below 400.

The overall fraction of global-route tracks in use stands at 0.231. For this run the aggregate overflow at the end of global routing stands at 0. The clock passes through at most 2 buffers.

The placed wire-length estimate after detailed placement stands at between 9 and 10 mm. Entering global routing, the biggest net connects 50 pins. The routed design has about 14 mm of wire. Setup repair after global routing left no endpoint under its margin. The routed length per placed instance stands at approximately 15 um. The number of antenna violations at the first check in global routing was 0.
worst max-delay path by stage:
stage	startpoint	endpoint	slack, ps	cells past startpoint
CTS	F[1]	CRDATA[0]	1710	5
global route	F[1]	CRDATA[0]	1540	5
finish	F[1]	CRDATA[0]	1730	5
registers in the layout, summed over array words and instances, names as in the netlist, 2 cells and up:
register	flops
led1.counter	16
led3.counter	16
n_e	2
camac_reg2	16
camac_reg0	12
led2.counter	16
sync6.sreg	2
camac_reg3	8
sync2.sreg	2
camac_reg4	16
sync3.sreg	2
trig2_e	2
camac_reg1	9
sync5.sreg	2
latch_e	2
sync4.sreg	2
s1_e	2
stage by stage:
step	cells	area, um^2	setup slack [ps]	utilization
2_1_floorplan	653	6080	2700	-
3_3_place_gp	859	7070	1780	0.608
3_5_place_dp	859	7070	1740	0.608
4_1_cts	891	7680	1710	0.661
5_1_grt	891	7680	1540	0.661
6_report	891	7680	1730	0.661
per-layer routing:
layer	routed length, um	vias up	global-route usage
li1	-	2531	-
met2	5990	144	0.339
met4	57	0	0.0213
met3	913	4	0.0627
met5	0	-	0
met1	6570	2311	0.374
cell type report:
| class | instances | area (um^2) |
|---|---|---|
| inverter | 25 | 93.8 |
| tap | 143 | 179 |
| timing repair buffer | 98 | 958 |
| clock inverter | 12 | 139 |
| multi-input combinational | 455 | 2910 |
| fill | 885 | 3930 |
| sequential | 138 | 2920 |
| clock buffer | 20 | 478 |
kinds of logic (layout without fill, tap and decap cells):
kind of cell | Yosys count | count (layout) | share of synthesized area
muxes | 26 | 26 | 0.0430
adders and majority gates | 7 | 7 | 0.0144
AOI/OAI and AO/OA | 105 | 105 | 0.115
xor gates and xnor gates | 37 | 37 | 0.0533
buffers and inverters | 60 | 155 | 0.0411
DFF | 138 | 138 | 0.480
and+or+nand+nor | 279 | 279 | 0.253
other | 1 | 1 | 0.000616
synth_stat cells, types with 7 or more instances:
cell,instances
sky130_fd_sc_hd__nand4_1,20
sky130_fd_sc_hd__a22oi_1,9
sky130_fd_sc_hd__o31ai_1,10
sky130_fd_sc_hd__nor3_2,10
sky130_fd_sc_hd__clkbuf_1,20
sky130_fd_sc_hd__nor3_1,34
sky130_fd_sc_hd__o22ai_1,8
sky130_fd_sc_hd__a211oi_1,8
sky130_fd_sc_hd__or4_1,8
sky130_fd_sc_hd__inv_1,25
sky130_fd_sc_hd__mux2i_1,25
sky130_fd_sc_hd__a21oi_1,38
sky130_fd_sc_hd__dfxtp_1,122
sky130_fd_sc_hd__xnor2_1,28
sky130_fd_sc_hd__nand3_1,25
sky130_fd_sc_hd__ha_1,7
sky130_fd_sc_hd__and2_1,18
sky130_fd_sc_hd__nor2_1,39
sky130_fd_sc_hd__nand2_1,67
sky130_fd_sc_hd__o21ai_0,9
sky130_fd_sc_hd__nor4_1,17
sky130_fd_sc_hd__edfxtp_1,16
sky130_fd_sc_hd__xor2_1,9
report_power, final:
group	internal, mW	total [mW]	switching (mW)	leakage (nW)
sequential	0.852	0.881	0.0291	1.16
clock	0.576	0.911	0.335	0.302
combinational	0.0758	0.146	0.0701	1.21
total	1.50	1.94	0.434	2.67
cell usage in the layout, fill, tap and decap left out, types with 6 or more instances in the layout:
master                            Yosys  layout
sky130_fd_sc_hd__inv_1               25      25
sky130_fd_sc_hd__or4_1                8       8
sky130_fd_sc_hd__clkdlybuf4s50_1      0      89
sky130_fd_sc_hd__dfxtp_1            122     122
sky130_fd_sc_hd__nand4_1             20      20
sky130_fd_sc_hd__or4b_1               6       6
sky130_fd_sc_hd__nor2_1              39      39
sky130_fd_sc_hd__clkbuf_16            0      18
sky130_fd_sc_hd__a22oi_1              9       9
sky130_fd_sc_hd__or3_1                6       6
sky130_fd_sc_hd__edfxtp_1            16      16
sky130_fd_sc_hd__nor3_1              34      34
sky130_fd_sc_hd__nor4_1              17      17
sky130_fd_sc_hd__xnor2_1             28      28
sky130_fd_sc_hd__nand2_1             67      67
sky130_fd_sc_hd__nand3_1             25      25
sky130_fd_sc_hd__xor2_1               9       9
sky130_fd_sc_hd__a211oi_1             8       8
sky130_fd_sc_hd__nor3_2              10      10
sky130_fd_sc_hd__a21oi_1             38      38
sky130_fd_sc_hd__o21ai_0              9       9
sky130_fd_sc_hd__mux2i_1             25      25
sky130_fd_sc_hd__and2_1              18      18
sky130_fd_sc_hd__ha_1                 7       7
sky130_fd_sc_hd__o22ai_1              8       8
sky130_fd_sc_hd__clkinv_4             0       6
sky130_fd_sc_hd__o31ai_1             10      10
sky130_fd_sc_hd__buf_4                3       9
worst max-delay path, cell delays in order:
cell                              delay [ps]
sky130_fd_sc_hd__clkdlybuf4s50_1         410
sky130_fd_sc_hd__or4_1                   650
sky130_fd_sc_hd__nor2_1                  630
sky130_fd_sc_hd__o21ai_0                 250
sky130_fd_sc_hd__clkdlybuf4s50_1         460
No activity file was given, so power comes from the tool's default toggle rates.
